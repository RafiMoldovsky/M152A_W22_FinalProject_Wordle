--- flow/config.mk ---
export PLATFORM = sky130hd
export DESIGN_NAME = selectionStage
export DESIGN_NICKNAME = selectionStage
export VERILOG_FILES = /design/flow/design.v
export SDC_FILE = /design/flow/constraint.sdc
export NUM_CORES = 4
export LEC_CHECK = 1
export CORE_UTILIZATION = 30
--- flow/constraint.sdc ---
current_design selectionStage

set clk_period 4.8
set clk_io_pct 0.2

create_clock -name clk0 -period $clk_period [get_ports {clk}]

set non_clock_inputs [all_inputs -no_clocks]
set_input_delay [expr $clk_period * $clk_io_pct] -clock clk0 $non_clock_inputs
set_output_delay [expr $clk_period * $clk_io_pct] -clock clk0 [all_outputs]
--- flow/design.v ---
`timescale 1ns / 1ps
module selectionStage(
	input clk,
	input clr,
   input left,  
   input right,
   input up,
   input down,
	input doneGame,
   input [34:0] rowValuesFlat,
   output [2:0] columnOut,
   output submitted,
	output [6:0] value
	);
wire [6:0] rowValues [0:4];
assign rowValues[0] = rowValuesFlat[6:0];
assign rowValues[1] = rowValuesFlat[13:7];
assign rowValues[2] = rowValuesFlat[20:14];
assign rowValues[3] = rowValuesFlat[27:21];
assign rowValues[4] = rowValuesFlat[34:28];
    reg submit;
	 localparam NORMAL = 2'b00;
	 localparam LEFT_TRANSITION = 2'b01;
	 localparam RIGHT_TRANSITION = 2'b10;
	 localparam ROW_TRANSITION = 2'b11;
	 localparam WAIT = 3'b100;
	 reg [2:0] state;
    reg [2:0] column;
    reg [6:0] currentValue;  
	 assign submitted=submit;
    assign columnOut=column;
    assign value=currentValue;
	 wire [4:0] currentLetter;
	 assign currentLetter = currentValue[4:0];
always @(posedge clk or posedge clr) begin  
	 if (clr) begin
		 currentValue <= 0;
		 state <= WAIT;
		 column <= 0;
		 submit <= 0;
	 end else begin
		if (state == NORMAL) begin
        if(down) begin
            currentValue[4:0] <= (currentLetter + 5'd1) % 5'd26;
        end
		  else if(up) begin
            if (currentLetter == 5'd0) currentValue[4:0] <= 5'd25;
				else currentValue[4:0] <= currentLetter - 1;
        end
        else if(right) begin
            if(column==4) begin
                submit<=1;
					 state<=ROW_TRANSITION;
            end
            else begin
					currentValue <= currentValue & 7'b0011111;
					state <= RIGHT_TRANSITION;
			   end  
        end
		  else if(left) begin
            if(column!=0) begin
					 currentValue <= currentValue & 7'b0011111;
					 state<=LEFT_TRANSITION;
            end
        end
		end else if (state == LEFT_TRANSITION) begin
			currentValue<= rowValues[column-1] | 7'b1100000;
			column <= column-1;
			state <= NORMAL;
		end else if (state == RIGHT_TRANSITION) begin
			if (rowValues[column+1][4:0] == 5'd26)
				currentValue<=7'b1100000;
			else
				currentValue<=rowValues[column+1] | 7'b1100000;
			column <= column+1;
			state <= NORMAL;
		end else if (state == ROW_TRANSITION) begin
			column <= 0;
			submit <= 0;
			currentValue <= rowValues[0] | 7'b1100000;
			if (doneGame)
				state <= NORMAL;
			else
				state <= WAIT;
		end else if (state == WAIT) begin
			column <= 0;
			submit <= 0;
			if (right) begin
				state <= NORMAL;
			end
		end
    end
end
endmodule
--- flow/run.sh ---
#!/bin/bash
# OpenROAD 26Q1-2900-gdf79404cd8, Yosys 0.63+post, stock flow scripts
make -C /OpenROAD-flow-scripts/flow DESIGN_CONFIG=/design/flow/config.mk WORK_HOME=/design/flow/orfs finish
==> run summary <==
Implementation progress

The run finished with clean final reports. The final-report setup violation count stands at 0. The routed design shows a wire length per standard cell of 14.1 um. Post-synth the commonest register cell is dfrtp_1. Counting the fill cells in the layout gives 515. The area after detailed placement stands at 2110 um2. STA classifies the critical path endpoint as a flop.

The data required time at the worst endpoint stands at 4.92 ns. The number of global-route vias before repair was 1595. The post-route worst setup slack stands at 2.27 ns. The design draws 1.22 mW. The highest attainable clock frequency stands at 395 MHz. Setup repair after global routing left no endpoint under its margin. Looking at the VDD voltage map, the peak drop is 0.000348 V. Measured on the finished design, the core utilization comes to 41.3%. Per the synth log, the flip-flop and latch total comes to 15. The max-slew violation count stands at 0. The total non-filler cell area in the finished layout stands at 2160 um2. The mean instance size in the synthesized netlist stands at 8.05 um2.

The floorplan report gives the top-level pin count as 53. In this run the vertical extent of the chip is 76.9 um. The clock sink count stands at 15. The count of placed standard cells in the final layout, fillers left out stands at 309. The layout-stage area growth over the synthesis result stands at 28.6%.

After synthesis the cells add up to 1680 um2. The quantity of hold-fixing buffers added after cts stands at 0. The synthesis report lists the Yosys warning total as 1. For this run, the total global-route usage over all layers was measured as 15.2%. The flow reported a cell area power density of 563 nW/um2. The routed design ends up with an antenna cell count of 0. The count of flip-flops with a built-in enable after synthesis stands at 0.

The number of distinct library cell variants in the gate-level netlist after synthesis stands at 55. After clock tree synthesis, the repair step resized 0 gates. The number of nets with antenna violations after detailed routing stands at 0.

The worst hold path belongs to the class flop to flop. The clock passes through at most 2 buffers. Per the repair_timing log after CTS, setup buffers inserted total 0.

The routed layout has 1733 vias. The final estimated routing congestion in global placement stands at 0.879. The number of max-cap violations stands at 0. Cells with a size suffix above 1 make up 6.28% of the layout. The most frequently used library cell after synthesis is nor2_1. The fraction of synthesis flops using an asynchronous set or reset pin stands at 100%. The final critical-path required period stands at 2.53 ns. The number of vias per cell stands at 5.61.

In the synthesized netlist, the cells that appear most often are 16 x nor2_1, 15 x inv_1, 14 x dfrtp_1. The clock network latency to the later pin of the worst-skew pair stands at 0.25 ns. The number of cells after detailed placement stands at 305. Ranked by total cell area, the synthesized netlist is headed by dfrtp_1 21%, ha_1 8.2%, a222oi_1 6.0%. The DRC violations left stands at 0. Synthesis handed over a netlist of 209 instances.

The arrival time of data at the worst endpoint is listed as 2.65 ns. The area of all sequential standard cells stands at 377 um2. The length of the first detailed-routing pass in iterations stands at 6. Checking max transition, the worst relative margin is 48.7%. The area of the multi-input gates stands at 1170 um2.

The area inside the core boundary stands at 5240 um2. Per the log, the first TritonRoute iteration ended with a DRC count of 180. The final-report hold violation count stands at 0. According to the floorplan report, the die width is 76.9 um. The static power due to leakage stands at 0.827 nW.

The number of warnings the tools reported stands at 43. The total global routing overflow stands at 0. Post-synthesis, Yosys gives the total cell area as 1680 um2. Yosys stat counts 209 cells in the synthesized netlist. Of all cell types, the one taking the most synthesized area is dfrtp_1.

The worst setup path is launched from a flop. On the final layout, the worst clock skew is 0.00328 ns. The initial utilization of the core area, before any placement, comes to 32.1%. Per the CTS log, the root buffer master is clkbuf_8.

In this run the core area contains 26 standard-cell rows. According to the floorplan report, the total die area is 5910 um2. The proportion of netlist area held by the largest area contributor stands at 20.8%. Per the CTS log, the maximum H-tree level is 1. The global-route wire length before repair stands at 7.37 mm. Clock-pin slew was measured on the worst setup and hold paths at 0.07 ns. After synthesis, flip-flops and latches occupy 22.4% of the total area. TritonCTS built the clock tree. The initial antenna violation count stands at 0.

Before CTS, the worst setup slack after placement is 2.03 ns. The number of buffers created by CTS stands at 3. The maximum fanout along the worst path stands at 7.

Wires add up to 4.36 mm. The total half-perimeter wirelength after legalization and detailed placement stands at 3.43 mm. The pin count of the biggest net entering global routing stands at 16. The share of the clock period used by the worst path stands at 52.7%. Final hold analysis gives a worst-case slack of 0.522 ns. The buffer_ports step reported a buffer count of 42. In the setup report, the worst path falls into the class flop to flop. Adding up every negative setup slack in the final design gives 0 ns. At the pin with the least slew margin, the transition time is 0.766 ns.
logic make-up (layout without fill, tap and decap cells):
logic type | Yosys count | count (layout) | share of synthesized area (%)
flops | 15 | 15 | 22.4
compound gates | 71 | 71 | 32.1
mux | 3 | 3 | 2.16
xor+xnor | 8 | 8 | 6.40
buf+inv | 31 | 61 | 7.89
simple gates | 70 | 70 | 20.9
fa+ha+maj | 11 | 11 | 8.18
registers in the layout (all words and copies together) (netlist names):
name / flops
submit: 1
currentValue: 6
state: 5
column: 3
worst max-delay path, stage by stage (launching register included):
cell and delay [ns]:
dfrtp_1 0.47, ha_1 0.32, xnor2_1 0.32, ha_1 0.22
nor2_1 0.05, o41ai_1 0.38, o21ai_0 0.20, a2bb2oi_1 0.17
a21oi_1 0.18, a21oi_1 0.08
power breakdown:
part / switching (mW) / internal [mW] / leakage, nW
combinational: 0.436 / 0.418 / 0.618
clock: 0.0480 / 0.0583 / 0.0217
sequential: 0.0915 / 0.166 / 0.187
cells in the final DEF, fill, tap and decap left out, types with 2 or more instances in the layout:
| cell type | count |
|---|---|
| and2_1 | 2 |
| o311ai_0 | 2 |
| o21ai_0 | 11 |
| inv_1 | 15 |
| a221oi_2 | 2 |
| a222oi_1 | 10 |
| o22ai_1 | 3 |
| a221o_1 | 3 |
| clkdlybuf4s50_1 | 42 |
| nand4b_1 | 2 |
| nand4_1 | 3 |
| o31ai_1 | 3 |
| nor3_1 | 9 |
| and3_1 | 2 |
| clkbuf_8 | 3 |
| xnor2_1 | 5 |
| a221oi_1 | 2 |
| nand3_1 | 13 |
| a31oi_1 | 3 |
| nand3b_1 | 2 |
| xor2_4 | 2 |
| a211oi_1 | 2 |
| nand2_1 | 13 |
| nor2_1 | 16 |
| a21oi_1 | 10 |
| dfrtp_1 | 14 |
| nand2b_1 | 4 |
| a22oi_1 | 5 |
| ha_1 | 11 |
| a21o_1 | 2 |
final cells by class:
type / count / area share (%)
Clock buffer: 3 / 1.91
Timing Repair Buffer: 42 / 19.4
Multi-Input combinational cell: 163 / 54.2
Sequential cell: 15 / 17.4
Inverter: 15 / 2.60
Tap cell: 70 / 4.05
Clock inverter: 1 / 0.347
layer usage:
layer  vias to the layer above  wire (um)  GRT usage, %
met5                         -          0             0
met4                         0         10         0.385
met3                         2        206          2.06
met2                        42       2050          24.6
met1                       834       2090          23.1
li1                        855          -             -
path summary, 6_finish.rpt:
path,from,end,slack (ns),depth (start not counted)
max in group asynchronous,clr,currentValue[1],3.34,2
worst min register to register,submit,submit,0.52,1
worst max register to register,currentValue[0],currentValue[2],2.27,9
worst min-delay path,submit,submit,0.52,1
min in group asynchronous,clr,state[4],1.07,2
worst max-delay path,currentValue[0],currentValue[2],2.27,9
Power figures rest on the tool's default switching activity, not on a simulated workload.
