==> /design/flow/design.v <==
`timescale 1ns / 1ps
module clockdiv(
	input wire clk,		 
	input wire clr,		 
	output wire logicclk,
	output wire dclk,		 
	output wire segclk	 
	);
reg [16:0] q;
always @(posedge clk or posedge clr)
begin
	if (clr == 1)
		q <= 0;
	else
		q <= q + 1;
end
assign segclk = q[16];
assign dclk = q[1];
assign logicclk = q[16];
endmodule
==> /design/flow/run.sh <==
#!/bin/bash
# OpenROAD 26Q1-2900-gdf79404cd8, Yosys 0.63+post, stock flow scripts
make -C /OpenROAD-flow-scripts/flow DESIGN_CONFIG=/design/flow/config.mk WORK_HOME=/design/flow/orfs finish
==> /design/flow/config.mk <==
export PLATFORM = sky130hd
export DESIGN_NAME = clockdiv
export DESIGN_NICKNAME = clockdiv
export VERILOG_FILES = /design/flow/design.v
export SDC_FILE = /design/flow/constraint.sdc
export NUM_CORES = 4
export LEC_CHECK = 1
export CORE_AREA = 10 10 95 95
export DIE_AREA = 0 0 105 105
==> /design/flow/constraint.sdc <==
current_design clockdiv

set clk_period 4.1
set clk_io_pct 0.2

create_clock -name clk0 -period $clk_period [get_ports {clk}]

set non_clock_inputs [all_inputs -no_clocks]
set_input_delay [expr $clk_period * $clk_io_pct] -clock clk0 $non_clock_inputs
set_output_delay [expr $clk_period * $clk_io_pct] -clock clk0 [all_outputs]
==> impl_metrics.env <==
# physical design summary
export IMPL_status="complete, no violations"
export IMPL_warnings=25
export IMPL_drtIter0Drc=24
export IMPL_initCoreUtil_pct=11.2
export IMPL_gr_total_overflow=0
export IMPL_clock_latency_ps=250
export IMPL_vias=455
export IMPL_crit_arrival_ps=1130
export IMPL_clock_root_buffer="clkbuf_8"
export IMPL_vias_per_cell=2.72
export IMPL_synth_seq_share_pct=55.1
export IMPL_grt_use_total_pct=2.41
export IMPL_grt_pass1_wl_mm=2.29
export IMPL_grt_pass1_vias=473
export IMPL_critPathKind="flop to output port"
export IMPL_power_total_uw=295
export IMPL_yosysWarnings=1
export IMPL_firstDrtPassIters=4
export IMPL_areaGrowthSynthToFinish_pct=25.6
export IMPL_period_used_pct=47.5
export IMPL_r2r_cells=4
export IMPL_syn_inst=64
export IMPL_cts_made_buffers=3
export IMPL_end_kind="output port"
export IMPL_r2r_start="q[0]"
export IMPL_relSlewSlack_pct=57.0
export IMPL_cp_buffers_inverters=1
export IMPL_ys_area_sq_um=772
export IMPL_grt_start_max_net_pins=18
export IMPL_startpoint_type="flop"
export IMPL_post_drt_wl_per_cell_um=7.50
export IMPL_r2r_end="q[16]"
export IMPL_die_area_sq_um=11000
export IMPL_die_y_um=105
export IMPL_fmax_mhz=514
export IMPL_period_minus_slack_ps=1950
export IMPL_power_density_nw_per_um2=304
export IMPL_dp_hpwl_um=902
export IMPL_synth_cell_types=14
export IMPL_final_common_cell="dfrtp_1"
export IMPL_path_cells="clkdlybuf4s50_1"
export IMPL_slowest_stage="clkdlybuf4s50_1"
export IMPL_crit_required_ps=3280
export IMPL_antenna_found_initial=0
export IMPL_tightest_slew_ps=645
export IMPL_yosysTopAreaCellShare_pct=55.1
export IMPL_regMostFlops="q"
export IMPL_yosys_stat_cells=64
export IMPL_cts_setup_buffers=0
export IMPL_numPortBuffers=4
export IMPL_clockBufferDepth=2
export IMPL_ant_nets=0
export IMPL_final_cell_mix="17 x dfrtp_1, 11 x xor2_1"
export IMPL_ios=5
export IMPL_hold_viol=0
export IMPL_cts_max_level=1
export IMPL_crit_fanout=4
export IMPL_clock_sinks=17
export IMPL_finalSetupTns_ps=0
export IMPL_reg2reg_setup_slack_ps=2650
export IMPL_synth_area_per_cell_sq_um=12.1
export IMPL_cp_depth=1
export IMPL_critPathLaunch="q[1]"
export IMPL_rsz0062_at_grt="no"
export IMPL_critPathCapture="dclk"
export IMPL_yosysTopAreaCell="dfrtp_1"
export IMPL_clock_skew_final_ps=4.05
export IMPL_cpLargestDelayFamily="buffers and inverters"
export IMPL_irDropWorstVdd_mv=0.130
export IMPL_route_detailed_drc=0
export IMPL_path_clk_slew_ps=60
export IMPL_coreArea_sq_um=6910
export IMPL_largest_reg_flops=17
export IMPL_fp_row_count=30
export IMPL_cts_resized=0
export IMPL_n_antenna_cell=0
export IMPL_ys_seq_elements=17
export IMPL_postCtsHoldBufs=0
export IMPL_utilization_pct=14.0
export IMPL_die_w_um=105
export IMPL_maxCapViolCount=0
export IMPL_gp_congestion=0.768
export IMPL_setup_violations_final=0
export IMPL_leakage_nw=0.412
export IMPL_topCellsByArea="dfrtp_1 55%, xor2_1 12%, nor4_2 6.5%"
export IMPL_finalMaxSlewViolations=0
export IMPL_cts_tree="yes"
export IMPL_max_stage_delay_ps=490
export IMPL_largestRegisters="q (17)"
export IMPL_wl_mm=1.25
export IMPL_syn_cell_area_sq_um=772
export IMPL_hold_path_class="flop to flop"
export IMPL_drive_above_1_share_pct=15.5
-- through the flow --
step	cell area, sq um	setup WS, ps	hold slack [ps]	cells
after floorplan	772	2800	441	64
after global placement	925	2390	467	163
after global routing	970	2100	502	167
after detailed placement	925	2370	469	163
final	970	2150	479	167
after CTS	970	2130	479	167
-- cell families after synthesis --
logic type | count (synthesis) | share of synthesized area [%]
adders and majority gates | 1 | 1.62
and+or+nand+nor | 26 | 23.3
xor gates and xnor gates | 15 | 17.0
buffers and inverters | 5 | 2.92
DFF | 17 | 55.1
-- layer usage --
| metal | up-vias | GRT usage (%) | wire, um |
|---|---|---|---|
| met5 | - | 0 | 0 |
| met4 | 0 | 0.196 | 0 |
| met3 | 0 | 1.24 | 96 |
| met2 | 9 | 2.76 | 415 |
| met1 | 215 | 3.86 | 741 |
| li1 | 231 | - | - |
-- worst min-delay path by stage --
| stage | from | end | slack, ps | cells past startpoint |
|---|---|---|---|---|
| final | q[0] | q[0] | 480 | 1 |
| after global routing | q[0] | q[0] | 500 | 1 |
| after CTS | q[15] | q[15] | 480 | 1 |
-- synth_stat cells --
master and count:
nand4_2 3, xor2_1 11, nand3_1 4, nor4_2 4
nand4_1 2, nor2_1 4, inv_1 4, nand2_1 4
ha_1 1, dfrtp_1 17, xnor2_1 4, nor3_1 4
buf_4 1, nand3_2 1
-- report_power, final --
part	switching [mW]	internal (mW)
logic	0.00327	0.000890
registers	0	0.168
clock network	0.0538	0.0688
total	0.0570	0.237
-- cell type report --
class                   count  area, sq um
clock buffers               4         45.0
fillers                   802         5940
inverters                   4         15.0
multi-input cells          42          324
flip-flops and latches     17          425
well taps                  96          120
repair buffers              4         40.0
