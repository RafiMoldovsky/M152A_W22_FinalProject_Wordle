==> flow/design.v <==
`timescale 1ns / 1ps
module getColors(
	input [34:0] input_row,		 
	input [24:0] chosenWord,
	output [34:0] output_row,
	output doneGame);
	reg [4:0] yellows;
	reg [4:0] greens;
	assign output_row = {yellows[4], greens[4], input_row[32:28], 
	yellows[3], greens[3], input_row[25:21],
	yellows[2], greens[2], input_row[18:14], 
	yellows[1], greens[1], input_row[11:7], 
	yellows[0], greens[0], input_row[4:0]};
	wire [24:0] inputWord;
	assign inputWord = {input_row[32:28], 
	input_row[25:21],
	input_row[18:14], 
	input_row[11:7], 
	input_row[4:0]};
    integer i;
    integer j;
	 integer k;
    integer true;  
	 always @* begin
	 true=1;
    for(i=0; i<5; i=i+1) begin
	 for(j=5*i; j<(5*i)+5; j=j+1) begin
            if(inputWord[j]!=chosenWord[j])begin
                true=0;
            end
        end
		   if(true==1) begin
            greens[i]=1; 
				yellows[i]=0;
        end
        else begin
            greens[i]=0;
        end
        true=1;
    end
    for(i=0; i<5; i=i+1) begin
            for(j=0; j<5; j=j+1) begin
                for(k=0; k<5;k=k+1) begin
                    if(greens[i]==1) begin   
                        true=0;
                    end
                    else if(inputWord[k+(i*5)]!=chosenWord[k+(j*5)]) begin
                        true=0;
								end
                end
                if(true==1) begin
                    yellows[i]=1;
                end
                true=1;
            end
        end
    end
	 assign doneGame=&greens;
endmodule 
==> flow/run.sh <==
#!/bin/bash
# OpenROAD 26Q1-2900-gdf79404cd8, Yosys 0.63+post, stock flow scripts
make -C /OpenROAD-flow-scripts/flow DESIGN_CONFIG=/design/flow/config.mk WORK_HOME=/design/flow/orfs finish
==> flow/config.mk <==
export PLATFORM = sky130hd
export DESIGN_NAME = getColors
export DESIGN_NICKNAME = getColors
export VERILOG_FILES = /design/flow/design.v
export SDC_FILE = /design/flow/constraint.sdc
export NUM_CORES = 4
export LEC_CHECK = 1
export CORE_UTILIZATION = 40
==> flow/constraint.sdc <==
current_design getColors

set clk_period 2.4
set clk_io_pct 0.2

create_clock -name clk0 -period $clk_period

set non_clock_inputs [all_inputs -no_clocks]
set_input_delay [expr $clk_period * $clk_io_pct] -clock clk0 $non_clock_inputs
set_output_delay [expr $clk_period * $clk_io_pct] -clock clk0 [all_outputs]
==> run notes <==
The synthesis and PnR run went through. Yosys shows that the main logic family after synthesis is XOR/XNOR gates. For this run, the top clock speed supported by timing is 0.4318 GHz. Routed length per placed instance landed at 14.68 um. Number of top-level pins landed at 96. Setup repair after global routing left no endpoint under its margin.

Die footprint landed at 6018 um2. Power density of the placed cells landed at 188.2 nW/um2. Sorting the synthesized cells by area gives the leading types as xor2_1 26%, xnor2_1 16%, buf_4 10%. Largest fanout of any net on the critical path landed at 2. Number of warnings issued by yosys landed at 1. The min-delay analysis places its worst path in the category input port to output pin.

Synthesized flop and latch total landed at 5. Total cells reported by yosys after synthesis landed at 272. The stage logs contain a warning count of 42. Walking the worst path, the cells encountered are dlygate4sd2_1, xnor2_2, nand3_2, nor3_4, nand3_2, nor2_2, clkdlybuf4s50_1. Mean area per synthesized cell landed at 8.400 um2. The synthesized netlist devotes 0% of its cell area to adder and majority cells.

The buffer_ports step reported a buffer count of 86. The detailed placer reported the number of placed instances as 410. Global route total overflow landed at 0.

The number of antenna violations at the first check in global routing came to 0. STA lists the startpoint of the worst hold path as input_row[25]. STA classifies the critical path startpoint as an input port. The worst path meets setup with 0.08431 ns of slack. Share of synthesized area spent on multiplexers landed at 0%. The cell type that accounts for the most area after synthesis is xor2_1.

The timing report notes that buffer and inverter cells on the critical path total 2. Flip-flop count of the largest register, all copies and words added landed at 5. Critical path data arrival time landed at 1.84 ns.

Detailed placement finished with a half-perimeter wire length of 4.903 mm. The number of global-route vias before repair was 1778. Synthesis-to-layout area growth landed at 34.61%. The cell-mix breakdown from Yosys lists the simple-gate area share as 17.96%.

Chip width landed at 77.58 um. Number of max-slew violations in the final report landed at 0. Post-route non-filler standard cell count landed at 410. Per the detail_route report, inserted antenna diodes total 0. 10 endpoints have no timing constraint. Transition time at the pin with the least slew margin landed at 0.2614 ns. Global placer's final weighted congestion landed at 0.8922. The floorplan step set the die height to 77.58 um. After routing, the total negative slack on setup checks comes to 0 ns. Leakage power of the design landed at 0.001324 uW.

Per the OpenROAD floorplan log, the area of the core is 5507 um2. Layout cell share with drive strength beyond 1 landed at 28.99%. Overall power landed at 578.8 uW.

XOR/XNOR share of the synthesized area landed at 54.33%. The share of the core area taken by cells at floorplan is 41.49%. Relative slew slack landed at 82.44%. STA classifies the critical path endpoint as an output pin.

For this run, the detailed router reports a per-instance via density of 4.456. The final layout report lists a filler cell count of 531. The largest individual stage delay along the critical path comes from the cell clkdlybuf4s50_1.

Required time of the critical path landed at 1.92 ns. In the routed design, unresolved DRC markers number 0. Post-CTS timing repair inserted 0 buffers for setup. Overall routing resource usage recorded by global route was 21.53%.

Worst hold slack after final layout landed at 1.624 ns. Grouping stages by cell kind, the critical path spends the most delay in buffers and inverters. The pre-antenna-repair detailed-routing pass consisted of 4 iterations. The post-CTS hold buffer count recorded in the log is 0.

The first global-routing pass estimated 9.597 mm of wire. Post-synthesis cell area landed at 2285 um2. For this block, the initial DRC count from the detailed router was 79. Per STA, the library cell used most along the worst path is nand3_2. Max capacitance violation total landed at 0. Count of cell types in the netlist landed at 21.

Number of nets with antenna violations after detailed routing landed at 0. The floorplan has 27 rows. For hold timing, the worst endpoint is output_row[25]. Per the post-place timing report, worst setup slack is -0.3567 ns. Number of hold violations in the final report landed at 0.

Count of cells along the worst hold path landed at 3. Area of the synthesized netlist per yosys stat landed at 2285 um2. Number of register pins that no clock reaches landed at 5. Per the detailed-route log, wirelength across all metal layers totals 6.017 mm.

Post-route period utilization is reported as 96.49%. Counting I/O delays and the setup requirement, the final critical path takes 2.316 ns. In the setup report, the worst path falls into the class input port to output pin. Per the power-grid run, VDD falls by no more than 0.09206 mV. Maximum number of pins on one net before global-route repair landed at 6. Delay of the slowest cell on the worst path landed at 0.46 ns. Setup-violating endpoint count in the final report landed at 0.

Post-synthesis instance total landed at 272. The cell-mix breakdown from Yosys lists the compound-gate area share as 0.7667%. The top cell type by area accounts for 26.07% of the synthesized area. The flow ran to the end, and the final reports show no timing, DRC or antenna violations. Total via count in the routed design landed at 1827.
per-layer routing:
metal,global-route usage (%),part of all wire [%],up-vias
li1,-,-,943
met1,33.64,47,807
met2,33.81,45,73
met3,1.553,6.9,4
met4,1.887,0.80,0
met5,0,0,-
logic make-up after synthesis:
| group | count (synthesis) |
|---|---|
| xor gates and xnor gates | 125 |
| buffers and inverters | 75 |
| and+or+nand+nor | 64 |
| latches | 5 |
| AOI/OAI and AO/OA | 3 |
timing repair:
item                       4_1_cts  5_1_grt
cloned                           0        0
gates resized                   55       25
setup endpoints to repair        6        4
pin swaps                        6       12
power by group:
group / internal [uW] / switching [uW]
Combinational: 307 / 252
Clock: 0 / 0
Sequential: 18.2 / 1.74
Yosys cell counts:
master / number
dlxtn_1: 5
a21oi_1: 1
and3b_1: 1
buf_4: 31
a31oi_1: 2
nand2_1: 1
nor2_2: 1
buf_6: 14
nor2_1: 4
xnor2_4: 3
xnor2_1: 42
nor3_4: 5
nand3_1: 19
clkbuf_2: 2
nand3_2: 5
buf_2: 28
xnor2_2: 12
nor3_1: 20
nand4_1: 4
xor2_1: 68
nor2b_1: 4
cells in the final DEF (no fill, tap or decap), drive strengths merged:
master / instances
a21oi: 1
a31oi: 2
and3b: 1
buf: 55
clkbuf: 10
clkdlybuf4s15: 2
clkdlybuf4s50: 36
dlxtn: 5
dlygate4sd2: 36
dlymetal6s2s: 2
nand2: 1
nand3: 24
nand4: 4
nor2: 5
nor2b: 4
nor3: 25
xnor2: 57
xor2: 68
cell type report:
class | instances | area [um2] | share of cell area, %
well taps | 72 | 90.09 | 2.929
repair buffers | 141 | 1184 | 38.49
flip-flops and latches | 5 | 75.07 | 2.441
multi-input cells | 192 | 1727 | 56.14
through the flow:
stage | utilization, % | cell area [um2]
after floorplan | - | 2285
after global placement | 56.44 | 3108
after detailed placement | 56.44 | 3108
after CTS | 56.26 | 3098
after global routing | 55.85 | 3075
final | 55.85 | 3075
how the worst max path moves through the flow:
stage | depth (start not counted) | endpoint | start | slack (ns)
6_report | 7 | doneGame | chosenWord[11] | 0.08
5_1_grt | 7 | doneGame | chosenWord[11] | 0.006
4_1_cts | 7 | doneGame | input_row[24] | 0.0005
Power and IR drop assume default switching activity.
